==> design.v <==
`timescale 1ns / 1ps
module Braun_Multiplier(
    input [7:0] a, b,
    output [15:0] p
);
    wire [15:0] sum_0, sum_1, sum_2, sum_3, sum_4, sum_5, sum_6, sum_7;
    wire [7:0] partial_product[7:0];
    genvar i, j;
    generate
        for (i = 0; i < 8; i = i + 1) begin
            for (j = 0; j < 8; j = j + 1) begin
                assign partial_product[i][j] = a[i] & b[j];   
            end
        end
    endgenerate
    assign sum_0 = {8'b0, partial_product[0]};
    assign sum_1 = {partial_product[1], 1'b0} + sum_0;
    assign sum_2 = {partial_product[2], 2'b0} + sum_1;
    assign sum_3 = {partial_product[3], 3'b0} + sum_2;
    assign sum_4 = {partial_product[4], 4'b0} + sum_3;
    assign sum_5 = {partial_product[5], 5'b0} + sum_4;
    assign sum_6 = {partial_product[6], 6'b0} + sum_5;
    assign sum_7 = {partial_product[7], 7'b0} + sum_6;
    assign p = sum_7;
endmodule
`timescale 1ns / 1ps
module FIR_Top(input clk, input [7:0]Xin, H0,H1,H2,output reg [15:0]Yout);
wire [15:0] M0,M1,M2,add_out1,add_out2;
wire [15:0] Q1,Q2;
Braun_Multiplier BM1(.a(Xin), .b(H2), .p(M2));
Braun_Multiplier BM2(.a(Xin), .b(H1), .p(M1));
Braun_Multiplier BM3(.a(Xin), .b(H0), .p(M0));
RCA_16bit RCA1(.sum(add_out1), .a(Q1), .b(M1));
RCA_16bit RCA2(.sum(add_out2), .a(Q2), .b(M0));
d_ff DFF1(.clk(clk), .d(M2), .q(Q1));
d_ff DFF2(.clk(clk), .d(add_out1), .q(Q2));
always@ (posedge clk)
Yout <= add_out2;
endmodule
`timescale 1ns/1ps
module RCA_16bit(output cout, output [15:0] sum, input [15:0] a, b);
    wire [14:0] c;
    full_adder F0(.a(a[0]), .b(b[0]), .c(1'b0), .sum(sum[0]), .carry(c[0]));
    full_adder F1(.a(a[1]), .b(b[1]), .c(c[0]), .sum(sum[1]), .carry(c[1]));
    full_adder F2(.a(a[2]), .b(b[2]), .c(c[1]), .sum(sum[2]), .carry(c[2]));
    full_adder F3(.a(a[3]), .b(b[3]), .c(c[2]), .sum(sum[3]), .carry(c[3]));
    full_adder F4(.a(a[4]), .b(b[4]), .c(c[3]), .sum(sum[4]), .carry(c[4]));
    full_adder F5(.a(a[5]), .b(b[5]), .c(c[4]), .sum(sum[5]), .carry(c[5]));
    full_adder F6(.a(a[6]), .b(b[6]), .c(c[5]), .sum(sum[6]), .carry(c[6]));
    full_adder F7(.a(a[7]), .b(b[7]), .c(c[6]), .sum(sum[7]), .carry(c[7]));
    full_adder F8(.a(a[8]), .b(b[8]), .c(c[7]), .sum(sum[8]), .carry(c[8]));
    full_adder F9(.a(a[9]), .b(b[9]), .c(c[8]), .sum(sum[9]), .carry(c[9]));
    full_adder F10(.a(a[10]), .b(b[10]), .c(c[9]), .sum(sum[10]), .carry(c[10]));
    full_adder F11(.a(a[11]), .b(b[11]), .c(c[10]), .sum(sum[11]), .carry(c[11]));
    full_adder F12(.a(a[12]), .b(b[12]), .c(c[11]), .sum(sum[12]), .carry(c[12]));
    full_adder F13(.a(a[13]), .b(b[13]), .c(c[12]), .sum(sum[13]), .carry(c[13]));
    full_adder F14(.a(a[14]), .b(b[14]), .c(c[13]), .sum(sum[14]), .carry(c[14]));
    full_adder F15(.a(a[15]), .b(b[15]), .c(c[14]), .sum(sum[15]), .carry(cout));
endmodule
`timescale 1ns/1ps
module d_ff(input clk,input [15:0]d,output reg [15:0]q);
  always@(posedge clk)
      q<=d;       
endmodule         
`timescale 1ns/1ps
module full_adder( output sum,carry, input a,b,c);
  wire w1, w2, w3;
  half_adder HA1(.a(a), .b(b), .sum(w1), .carry(w2));
  half_adder HA2(.a(w1), .b(c), .sum(sum), .carry(w3));
  or or1(carry, w2, w3);
endmodule
`timescale 1ns/1ps
module half_adder(input a,b,output sum,carry);
  assign sum = a ^ b;
  assign carry = a & b;
endmodule
==> run.sh <==
#!/bin/bash
# OpenROAD 26Q1-2900-gdf79404cd8, Yosys 0.63+post, stock flow scripts
make -C /OpenROAD-flow-scripts/flow DESIGN_CONFIG=/design/flow/config.mk WORK_HOME=/design/flow/orfs finish
==> config.mk <==
export PLATFORM = sky130hd
export DESIGN_NAME = FIR_Top
export DESIGN_NICKNAME = FIR_Top
export VERILOG_FILES = /design/flow/design.v
export SDC_FILE = /design/flow/constraint.sdc
export NUM_CORES = 4
export LEC_CHECK = 1
export CORE_UTILIZATION = 30
==> constraint.sdc <==
current_design FIR_Top

set clk_period 16.1
set clk_io_pct 0.2

create_clock -name clk0 -period $clk_period [get_ports {clk}]

set non_clock_inputs [all_inputs -no_clocks]
set_input_delay [expr $clk_period * $clk_io_pct] -clock clk0 $non_clock_inputs
set_output_delay [expr $clk_period * $clk_io_pct] -clock clk0 [all_outputs]
==> metrics.cfg <==
[finish]
drive_gt1_share_pct=2.39
fin_area_mm2=0.00877
fillers=2549
final_util_pct=34.7
comb_area_mm2=0.00607
flop_area_um2=961
areaGrowthSynthToFinish_pct=13.1

[die]
rows=58
die_area_mm2=0.0265
die_y_um=163
io_pins=49
die-width_um=163
core_mm2=0.0253
fp_util_pct=30.7

[final_timing]
setup_viol_count_final=0
fin_crit_ns=11.79
fmax_mhz=84.8
grt_setup_unrepaired=no
skew_ns=0.00803
relSlewSlack_pct=52.1
slew_viol_final=0
worst_pin_slew_ns=0.716
fin_crit_sh_pct=73.2
tns_ns=0
hold_viol=0

[synthesis]
top_cells_by_area=fa_1 (34%), ha_1 (17%), dfxtp_1 (12%), inv_1 (8.6%), and2_1 (8.6%)
synth-edff-count=0
top_cell_area_share_pct=33.6
yosysTopAreaCell=fa_1
yosysCellCount=834
ys_types=30
ys_area_mm2=0.00775
synth_area_mm2=0.00775
ys_seq_share_pct=12.4
syn-instance-count=834
async_flop_share_pct=0
yosysWarnings=3
syn_avg_cell_area_um2=9.29
ys_seq_elements=48
synthFlopType=dfxtp_1

[power]
power_frac_clock_pct=8.9
p_leak_nw=4.47
comb_power_share_pct=72.9
p_seq_share_pct=18.1
swShare_pct=44.5
powerDensity_mw_per_mm2=135
p_switching_mw=0.528
peakVddDrop_mv=0.0639
intPower_mw=0.659

[clocking]
hold_buffers=0
postCtsSetupBuffers=0
clkTransAtPathRegs_ns=0.07
post_cts_resized=0
clock_latency_ns=0.31
cts_tree=built
clk_path_buf_depth=2
clock_sinks=48
root_buffer=clkbuf_16
htreeDepth=2
cts_buffers=5

[detailed_routing]
route.detailed.drc=0
drtIter0Drc=110
wire_per_inst_um=12.3
antenna_left=0
via_per_inst=4.35
antennaDiodeCount=0
wl_um=14800
firstDrtPassIters=4
vias=5259

[global_route]
gr-total-overflow=0
antenna_found_initial=0
grt_max_degree=25
grt_pass1_vias=5399
grt_first_pass_wirelength_um=25600
grt_usage_pct=12.6

[placed_design]
placed_area_mm2=0.00863
hpwl_um=12100
gp_congestion=0.819
io_buffer_count=48

[worst_setup_path]
arrival_ns=12.02
reg2regPathDepth=19
cp_max_fo=24
critPathCaptureType=flip-flop
regToRegSetupSlack_ns=9.03
r2r-end=Yout[15]$_DFF_P_
critPathCapture=DFF2.q[15]$_DFF_P_
path_class=input pin to flip-flop
r2r-start=DFF2.q[0]$_DFF_P_
startpoint=Xin[0]
cp_data_required_time_ns=16.33
worst_setup_path_start_kind=input pin

[outcome]
status=finished clean

[job]
maxCapViolCount=0
warnings=25

[hold_path]
min_from=DFF2.q[0]$_DFF_P_
hp-class=flip-flop to flip-flop

-- synthesized netlist by cell type, drive strengths merged, types with 7 or more instances --
library cell  number
inv              177
ha               104
clkbuf            16
dfxtp             48
nor2              12
o21bai             9
a21o              15
xnor2             24
o21ai             14
and3               7
fa               130
a21oi             24
xor2              23
nand2             90
and2             107
-- worst min path at each step --
stage,to,slack (ns),cells past startpoint
CTS,Yout[0]$_DFF_P_,0.44,1
global route,Yout[0]$_DFF_P_,0.47,1
finish,Yout[0]$_DFF_P_,0.44,1
-- per-stage QoR --
step	hold slack (ns)	cells	worst slack (ns)	power [mW]
after floorplan	0.420	834	5.06	0.897
final	0.443	1209	4.31	1.19
after global placement	0.433	1202	3.99	1.10
after detailed placement	0.434	1202	3.88	1.11
after CTS	0.444	1209	4.20	1.22
after global routing	0.471	1209	3.78	1.37
-- cell type report --
type | instances | share of cell area, %
tap | 330 | 4.71
clock inverter | 2 | 0.143
multi-input combinational | 593 | 69.2
sequential | 48 | 11.0
inverter | 177 | 7.58
timing repair buffer | 54 | 5.99
clock buffer | 5 | 1.43
-- flip-flops by register name (all words and copies together) (netlist names) --
register,count
DFF2.q,16
DFF1.q,16
Yout,16
-- power by group through the flow --
stage	logic, mW	registers (mW)	clock network [mW]
after CTS	0.893	0.216	0.110
after global routing	1.04	0.221	0.115
final	0.865	0.215	0.106
-- cell usage in the layout (no fill, tap or decap) --
| master | instances |
|---|---|
| clkinv_2 | 1 |
| o21ai_0 | 12 |
| clkdlybuf4s50_1 | 48 |
| and3_1 | 5 |
| o211ai_1 | 1 |
| nor3_1 | 6 |
| a21o_2 | 3 |
| nand3_1 | 6 |
| and2_1 | 106 |
| nor2_1 | 12 |
| clkbuf_16 | 5 |
| buf_4 | 6 |
| o21a_1 | 3 |
| ha_1 | 104 |
| xor2_1 | 23 |
| o21ai_1 | 2 |
| dfxtp_1 | 48 |
| clkinvlp_4 | 1 |
| a21oi_1 | 24 |
| a41o_1 | 1 |
| xnor2_1 | 24 |
| nor2b_1 | 4 |
| fa_1 | 130 |
| a21o_1 | 12 |
| o21bai_1 | 9 |
| nor3b_1 | 3 |
| inv_1 | 177 |
| nand2_1 | 90 |
| o2111ai_1 | 1 |
| and2_2 | 1 |
| a211oi_1 | 5 |
| a221o_1 | 2 |
| a2111oi_4 | 2 |
| and3_4 | 2 |
-- kinds of logic (layout without fill, tap and decap cells) --
| kind of cell | count (synthesis) | after routing | share of synthesized area (%) |
|---|---|---|---|
| simple gates | 235 | 235 | 15.7 |
| fa+ha+maj | 234 | 234 | 50.4 |
| buf+inv | 193 | 238 | 9.35 |
| compound gates | 77 | 77 | 6.91 |
| flops | 48 | 48 | 12.4 |
| xor+xnor | 47 | 47 | 5.31 |
-- critical path: stages --
cell             delay (ns)
clkdlybuf4s50_1        0.78
and2_1                 0.39
ha_1                   0.31
a211oi_1               0.23
nor2_1                 0.09
o21ai_0                0.21
nor2b_1                0.19
xor2_1                 0.19
fa_1                   0.45
fa_1                   0.49
inv_1                  0.05
fa_1                   0.47
ha_1                   0.30
ha_1                   0.23
fa_1                   0.48
inv_1                  0.05
fa_1                   0.44
fa_1                   0.43
fa_1                   0.42
fa_1                   0.42
fa_1                   0.42
fa_1                   0.42
fa_1                   0.42
fa_1                   0.41
xor2_1                 0.18
xnor2_1                0.18
xnor2_1                0.14
-- metal layers --
metal	wire length, µm	vias up	GRT usage [%]
met5	0	-	0
met4	170	0	1.32
met3	671	10	2.65
met2	7020	79	20.7
met1	6960	2538	18.2
li1	-	2632	-
Power is estimated from default activity; no workload was simulated.
